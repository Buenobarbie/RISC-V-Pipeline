==> /design/flow/design.v <==
module som_sub #(parameter N = 64) (
    input wire [N-1:0]  N1, 
    input wire [N-1:0]  N2, 
    input wire          SUB, 
    output wire [N:0]   RES
);
    wire [N:0] n2, res_sub, res_som;
    somador complemento((~(N2)), {{N-1{1'b0}}, 1'b1}, n2);
    somador sub(N1, n2[N-1:0], res_sub);
    somador som(N1, N2, res_som);
    assign RES = SUB ? res_sub : res_som;
endmodule
module somador #(parameter N = 64)
                (input [N-1:0] N1, input [N-1:0] N2, output [N:0] RES);
    wire [N:0] soma;
    wire [N:0] cout;
    assign cout[0] = 1'b0;
    generate
        genvar ii;
        for (ii=0; ii<N; ii=ii+1) begin : s
            somador_completo i_custom(
            .A(N1[ii])
            ,.B(N2[ii])
            ,.Cin(cout[ii])
            ,.Soma(soma[ii])
            ,.Cout(cout[ii+1])
            );
        end
    endgenerate
    assign soma[N] = cout[N];
    assign RES = soma;
endmodule
module somador_completo (A, B, Cin, Soma, Cout);
    input  A, B, Cin;
    output Soma, Cout;
    wire c1, c2, s1; 
    meio_somador som1 (A, B, s1, c1);
    meio_somador som2 (Cin, s1, Soma, c2);
    assign Cout = c1 | c2;
endmodule
module meio_somador (
    input wire  A, 
    input wire  B, 
    output wire soma, 
    output wire carry
);
    assign soma = A ^ B;
    assign carry = A & B;
endmodule
==> /design/flow/run.sh <==
#!/bin/bash
# OpenROAD 26Q1-2900-gdf79404cd8, Yosys 0.63+post, stock flow scripts
make -C /OpenROAD-flow-scripts/flow DESIGN_CONFIG=/design/flow/config.mk WORK_HOME=/design/flow/orfs finish
==> /design/flow/config.mk <==
export PLATFORM = sky130hd
export DESIGN_NAME = som_sub
export DESIGN_NICKNAME = som_sub
export VERILOG_FILES = /design/flow/design.v
export SDC_FILE = /design/flow/constraint.sdc
export NUM_CORES = 4
export LEC_CHECK = 1
export CORE_UTILIZATION = 50
==> /design/flow/constraint.sdc <==
current_design som_sub

set clk_period 44.4
set clk_io_pct 0.2

create_clock -name clk0 -period $clk_period

set non_clock_inputs [all_inputs -no_clocks]
set_input_delay [expr $clk_period * $clk_io_pct] -clock clk0 $non_clock_inputs
set_output_delay [expr $clk_period * $clk_io_pct] -clock clk0 [all_outputs]
==> results.py <==
# Synthesis and PnR figures
metrics = {
    "job": {
        "drv_cap": 0,
        "warnings": 33,
    },
    "worst_setup_path": {
        "critPathBufInv": 2,
        "path_common_cell": "fa_1",
        "crit_slowest_cell": "fa_1",
        "cp-end-kind": "output port",
        "crit_fanout": 2,
        "cp.required_ns": 35.52,
        "critPathTopFamily": "adder cells",
        "critPathArrivalTime_ns": 34.70,
        "cpPeakStageDelay_ns": 0.48,
        "crit_type": "in -> out",
        "start_kind": "input pin",
    },
    "power": {
        "cellPowerDensity_nw_per_um2": 11.9,
        "irDropWorstVdd_v": 0.00000737,
        "power_leakage_nw": 3.67,
    },
    "layout": {
        "finish.utilization_pct": 74.3,
        "regArea_um2": 0,
        "nFillCells": 684,
        "drive_gt1_share_pct": 3.99,
        "flop-count": 0,
        "final_cells": 831,
        "syn_to_final_growth_pct": 43.1,
        "clockBufferCount": 0,
    },
    "yosys": {
        "yosys_area_um2": 4820,
        "ys_types": 10,
        "synth.area.top_cells": "fa_1 (52%), inv_1 (17%), ha_1 (16%)",
        "synth_area_um2": 4820,
        "synth_top_cell_by_area": "fa_1",
        "netlist_instances": 518,
        "top_cell_area_share_pct": 52.3,
        "ys_cells": 518,
        "yosysWarnings": 0,
        "synth.avg_cell_area_um2": 9.30,
        "postSynthSeqShare_pct": 0,
    },
    "worst_hold_path": {
        "hp-class": "in -> out",
    },
    "sta": {
        "setup_ws_ns": 0.825,
        "whs_ns": 18.56,
        "finalHoldViolCount": 0,
        "fin_tns_setup_ns": 0,
        "report.final.slew_viol_count": 0,
        "finalCritPeriodShare_pct": 98.1,
        "max_slew_margin_pct": 49.2,
        "fin_crit_ns": 43.58,
        "tightest_slew_ns": 0.763,
        "setup_viol": 0,
        "fmax_mhz": 22.9,
    },
    "die": {
        "ios": 194,
        "die_h_um": 100,
        "core_area_um2": 9280,
        "fp.dieW_um": 100,
        "fp_util_pct": 51.9,
        "dieArea_um2": 10000,
        "row_count": 35,
    },
    "detailed_routing": {
        "first_pass_iters": 3,
        "avgRoutedWirePerCell_um": 11.7,
        "drc": 0,
        "antenna-diode-count": 0,
        "drtAntennaViolNets": 0,
        "drt-total-wl_um": 9700,
        "via_per_inst": 4.46,
        "num_vias": 3709,
        "drtIter0Drc": 34,
    },
    "place": {
        "port-buffer-count": 194,
        "hpwl_um": 9020,
        "pre_cts_slack_ns": -0.0877,
        "dp.cells": 831,
        "routabilityCongestion": 0.866,
    },
    "global_routing": {
        "grt_usage_pct": 22.4,
        "grt_pass1_wl_um": 16900,
        "grt_max_degree": 62,
        "antenna_found_initial": 0,
        "grt_overflow_total": 0,
        "grt_pass1_vias": 3944,
    },
    "clocking": {
        "post_cts_buffers": 0,
    },
    "status": {
        "outcome": "finished, final reports clean",
    },
}
-- cell usage in the layout, fill, tap and decap left out, drive strengths merged --
| master | Yosys | routed |
|---|---|---|
| inv | 216 | 216 |
| ha | 63 | 63 |
| buf | 11 | 2 |
| fa | 126 | 126 |
| nor2 | 37 | 37 |
| a21oi | 37 | 37 |
| clkdlybuf4s50 | 0 | 193 |
| mux2i | 27 | 27 |
| xor2 | 1 | 1 |
-- worst paths after layout --
kind,from,endpoint,slack [ns],cells after the start
min,SUB,RES[24],18.56,3
max,N2[0],RES[63],0.82,68
-- cells in the mapped netlist --
cell     number
ha_1         63
nor2_1       37
buf_2         4
xor2_1        1
a21oi_1      37
buf_4         1
inv_1       216
mux2i_1      27
fa_1        126
buf_6         6
-- kinds of logic (layout without fill, tap and decap cells) --
logic type,count (synthesis),count (layout),synth area share [%]
buf+inv,227,411,18.8
mux,27,27,5.61
xor+xnor,1,1,0.182
compound gates,37,37,3.84
simple gates,37,37,2.88
fa+ha+maj,189,189,68.7
-- final cells by class --
| class | count | area, um2 | area share (%) |
|---|---|---|---|
| multi-input combinational | 291 | 3980 | 57.7 |
| timing repair buffer | 195 | 1950 | 28.2 |
| inverter | 216 | 811 | 11.8 |
| tap | 129 | 161 | 2.34 |
-- metal layers --
layer	vias up	track usage, %	share of wire, %
met4	0	0	0
li1	1832	-	-
met1	1768	34.7	42
met2	109	38.1	51
met5	-	0	0
met3	0	3.68	6.7
-- stage by stage --
step	power, mW	area [um2]
global placement	0.0811	6830
floorplan	0.0354	4820
detailed placement	0.0824	6830
finish	0.0824	6900
global route	0.0950	6900
CTS	0.0831	6840
-- power by group --
group          leakage, nW  internal (mW)  switching (mW)
combinational         3.67         0.0509          0.0316
clock                    0              0               0
sequential               0              0               0
-- what timing repair did --
| action | 4_1_cts | 5_1_grt |
|---|---|---|
| hold buffers | 0 | 0 |
| pin swaps | 0 | 1 |
| resized | 3 | 23 |
| cloned | 0 | 0 |
| setup endpoints to repair | 2 | 3 |
Power and IR drop assume default switching activity.
