## config.mk

```make
export PLATFORM = sky130hd
export DESIGN_NAME = memoria
export DESIGN_NICKNAME = memoria
export VERILOG_FILES = /design/flow/design.v
export SDC_FILE = /design/flow/constraint.sdc
export NUM_CORES = 4
export LEC_CHECK = 1
export CORE_UTILIZATION = 50
```

## constraint.sdc

```tcl
current_design memoria

set clk_period 8.6
set clk_io_pct 0.2

create_clock -name clk0 -period $clk_period

set non_clock_inputs [all_inputs -no_clocks]
set_input_delay [expr $clk_period * $clk_io_pct] -clock clk0 $non_clock_inputs
set_output_delay [expr $clk_period * $clk_io_pct] -clock clk0 [all_outputs]
```

## design.v

```verilog
module memoria (input [5:0] i_mem_addr, input [5:0] d_mem_addr, input d_we, output [31:0] i_mem_data, 
                inout [63:0] d_mem_data);
    reg [31:0] instruction [63:0];
    reg [63:0] data [127:64];
    reg [31:0] i_out;
    reg [63:0] d_out;
    always@ (d_we) begin
        if(d_we) data[d_mem_addr + 64] <= d_mem_data;
    end
    initial begin
        instruction[0] = 32'b0000000_00000_00000_000_00010_1100011;  
        instruction[4] = 32'b000000000001_11111_000_00001_0000011;   
        instruction[8] = 32'b000000000010_11111_000_00010_0000011;   
        instruction[12] = 32'b000000000100_11111_000_00011_0000011;   
        instruction[16] = 32'b0000000_00010_00001_000_10100_1100011;   
            instruction[20] = 32'b0100000_00010_00001_000_00100_0110011;   
            instruction[24] = 32'b0000000_00100_00011_111_00101_0110011;   
            instruction[28] = 32'b0000000_00011_00101_000_01000_1100011;   
                instruction[44] = 32'b0100000_00001_00010_000_00111_0110011;   
                instruction[48] = 32'b0000000_00000_00111_000_00001_0110011;   
                instruction[52] = 32'b1111111_10000_10000_000_01111_1100011;   
            instruction[32] = 32'b0100000_00010_00001_000_00111_0110011;   
            instruction[36] = 32'b0000000_00000_00111_000_00010_0110011;   
            instruction[40] = 32'b1111111_10000_10000_000_10101_1100011;   
        instruction[56] = 32'b0000000_00001_00000_000_00011_0100011;  
        instruction[60] = 32'b0000000_00000_00000_000_00000_1100011;    
        data[65] = 64'd50;
        data[66] = 64'd30;
        data[68] = 64'b1000000000000000000000000000000000000000000000000000000000000000;
    end
    assign i_mem_data = instruction[i_mem_addr];
    assign d_mem_data = (!d_we) ? data[d_mem_addr + 64] : 64'bz;
endmodule
```

## run.sh

```bash
#!/bin/bash
# OpenROAD 26Q1-2900-gdf79404cd8, Yosys 0.63+post, stock flow scripts
make -C /OpenROAD-flow-scripts/flow DESIGN_CONFIG=/design/flow/config.mk WORK_HOME=/design/flow/orfs finish
```

==> summary.txt <==
Notes from the flow run.

Synth:
- The run puts the number of warning messages in the yosys log at 194.
- The run puts the post-synthesis chip area from yosys at 0.08612 mm^2.
- After synthesis, the mean cell area works out to 11.02 um^2.
- In the synthesized netlist the dominant register cell turns out to be dlxtn_1.
- The cell type that accounts for the most area after synthesis is dlxtn_1.
- The run gives the number of synthesized register bits as 4096.
- In this run, synthesis inferred 0 flip-flops with an integrated enable.
- The run puts the number of library cell types mapped by synthesis at 61.
- The run puts the cell count after synthesis at a little under 8000.
- By area the synthesized netlist is led by dlxtn_1, a22oi_1, nand4_1.
- dlxtn_1 is the most common cell in the netlist.
- The run puts the yosys stat cell total at 7818.
- The synthesis report gives the async set-or-reset register share as 0.
- The run puts the post-synthesis instance area at between 0.08 and 0.09 mm^2.
- The run puts the share of Yosys cell area claimed by the top area cell type at 0.7141.
- Counting instances in the post-synthesis netlist gives the leading cell types as dlxtn_1, a22oi_1, nand4_1, clkbuf_1, and3_1.

Floorplanning:
- The run gives the effective utilization at floorplan as 0.5059.
- The run gives the chip height as 417.0 um.
- From left edge to right edge, the die measures between 400 and 500 um.
- The run puts the number of rows created at floorplan at 151.
- The run gives the top-level port count as 109.

Outcome:
- The run stopped with a tool error.
- The first error in the log reads "[error] [KeplerFormal.cpp:679] Workflow failed: Iso has multiple drivers: .d_mem_data7, _6825_.X0".
- The run gives the halt point of the flow as clock tree synthesis (4_1_cts).

Place:
- The run puts the routability congestion estimate at 0.9632.
- The run gives the number of I/O port buffers as 38.
- The run puts the placed wire-length estimate after detailed placement at 224500 um.

Clock tree:
- The run puts the count of hold-fix buffers inserted at cts at 0.
- Post-CTS repair ended up resizing 0 cells.
- Buffers added to address setup during post-CTS repair amount to 0.

STA:
- The run gives the number of unconstrained endpoints as about 4100.
- The timer found roughly 4100 register pins that no clock reaches; their paths are not timed.
cell families after synthesis:
family | after synthesis | synth area share
latches | 4096 | 0.7141
other | 2 | 0.00008720
AOI/OAI and AO/OA | 2061 | 0.1819
buffers and inverters | 520 | 0.02619
muxes | 6 | 0.0006974
and+or+nand+nor | 1127 | 0.07617
adders and majority gates | 6 | 0.0008717
through the flow:
step / setup WS (ns) / std cells / cell area (um^2) / utilization / hold WS, ns
3_5_place_dp: 1.085 / 10010 / 92110 / 0.5411 / 4.580
3_3_place_gp: 1.060 / 10010 / 92110 / 0.5411 / 4.580
2_1_floorplan: 1.351 / 7821 / 86130 / - / 3.492
